## design/flow/config.mk

```make
export PLATFORM = sky130hd
export DESIGN_NAME = pwm_bridge
export DESIGN_NICKNAME = pwm_bridge
export VERILOG_FILES = /design/flow/design.v
export SDC_FILE = /design/flow/constraint.sdc
export NUM_CORES = 4
export LEC_CHECK = 1
export CORE_UTILIZATION = 30
```

## design/flow/constraint.sdc

```tcl
current_design pwm_bridge

set clk_period 4.2
set clk_io_pct 0.2

create_clock -name clk0 -period $clk_period [get_ports {clk}]

set non_clock_inputs [all_inputs -no_clocks]
set_input_delay [expr $clk_period * $clk_io_pct] -clock clk0 $non_clock_inputs
set_output_delay [expr $clk_period * $clk_io_pct] -clock clk0 [all_outputs]
```

## design/flow/design.v

```verilog
module pwm_bridge(
    output reg pwmA,
    output reg pwmB,
    input clk,rst_n,
    input protection,
    input [BIT_WIDTH-1:0]duty
); 
reg[BIT_WIDTH-1:0] counter; 
reg counter_direction; 
parameter init_direction = 0;
parameter BIT_WIDTH = 21;
parameter phase = 200;
parameter half_period = 200;
parameter deadtime = 10;
always@(posedge clk or negedge rst_n)
begin
    if(!rst_n) 
        begin
            pwmA<=1'b0;                     
            pwmB<=1'b0;                     
            counter <= phase;
            counter_direction <= init_direction;
        end
    else
    begin
        begin
            if(counter>=half_period-1'd1) counter_direction<=1'd1; 
            if(counter<=1'd1) counter_direction<=1'd0; 
            if(!counter_direction) counter<=counter+1'd1; 
            else counter<=counter-1'd1; 
        end
        begin
            if(counter>duty-deadtime) pwmA<=1'b0; 
            else pwmA<=protection?1'b0:1'b1; 
            if(counter>=duty+deadtime) pwmB<=protection?1'b0:1'b1; 
            else pwmB<=1'b0; 
        end
    end
end
endmodule
```

## design/flow/run.sh

```bash
#!/bin/bash
# OpenROAD 26Q1-2900-gdf79404cd8, Yosys 0.63+post, stock flow scripts
make -C /OpenROAD-flow-scripts/flow DESIGN_CONFIG=/design/flow/config.mk WORK_HOME=/design/flow/orfs finish
```

==> run notes <==
flow finished, numbers: Post-synth EDFFs=0, synth warn=1, Top non-seq family=simple AND/OR/NAND/NOR gates, run status=completed, top_reg_cell synth=dfrtp_1, Hold-fix buffers, CTS=0, setup bufs post-CTS=0, post-DR wirelength/cell=13.94 µm, DIE HEIGHT=101.9 µm, Area leader share=0.1879, share of layout cells above drive strength 1=0.06915, RSZ-0062 raised after global routing=no, delay of the slowest critical-path stage=0.56 ns, asr flop ratio synth=1.000, WHS Path Cells=1, Initial Util=0.3080, Final Slew Violations=0, GPL Wtd Cong=0.9185, dpl hpwl=5709 µm, fa+ha+maj area frac=0.1879, Yosys cell types=55, total CTS buffers=3, AO/OA Area Share=0.1365, Max Freq=0.2572 GHz, Synth area leader=ha_1, Final Power=500.4 µW, Leak=1.446 nW, # rows=36, critical path's slowest cell=clkdlybuf4s50_1, FF-to-FF Start=counter[13], most frequent cells after synthesis=45 x ha_1, 29 x nor2_1, 28 x xnor2_1, 28 x xor2_1, 23 x nand2_1, P per Cell Area=145.1 nW/µm², Worst setup EP type=register, Layout area overhead=15.07%, yosys cell count=355, Num Clock Sinks=24, Tool Warnings=28, Simple Share, Synth=0.2718, cell count after synthesis=355, initial antenna violation count=0, drt drc=0, vias in the first global route=2455, yosys stat chip area=2997 µm², CTS tree=yes, most frequent cell after synthesis=ha_1, max-cap violation count=0, Critical Path, Cell by Cell=clkdlybuf4s50_1 -> ha_1 -> o21ai_0 -> or2_2 -> nand2b_1 -> nor2_1 -> xnor2_1 -> ha_1 -> nand4_1 -> nor4_1 -> o21ai_0 -> o221a_2 -> a211oi_1, # port buffers=25, clk_skew=0.006488 ns, clk slew on worst S/H paths=0.09 ns, largest net degree at the start of global routing=25, R2R Setup Slk=1.98 ns, IR Drop Worst-Case VDD=76.45 µV, mux share=0, CP required=4.35 ns, post-route ant nets=0, DRT Wirelength=7097 µm, Max FO, Critical Path=5, GRT Residual Overflow=0, clock root buffer=clkbuf_8, Resized Gates After CTS=0, worst-skew pair later-pin latency=0.26 ns, vias per cell=5.096, Period Utilization, post-route=0.9259, hold path endpoint=counter[3], Fillers=1000, final hold vios=0, fin util=0.3544, Initial DRT Pass Iterations=5, Setup crit start kind=primary input, FF-to-FF path depth=6, Die X=101.9 µm, Post-Syn Area per Cell=8.441 µm², worst path arrival time=4.04 ns, routed vias=2594, Clock Path Buffers=2, final setup vio count=0, CP Class=primary input to register, Tmin final=3.889 ns, Core ar.=9729 µm², total global-route track usage=0.1481, Post-Syn Area=2997 µm², global-route wire length before repair=11990 µm, I/O Pins=26, Slew headroom=0.6172, yosys xor share=0.1637, sequential area share after synthesis=0.2017, min-delay worst type=register to register, worst hold start=counter[3], diode count=0, R2R Path End=pwmB, worst-margin pin slew=0.5689 ns, H-tree depth=1, Cell area leaders=ha_1 19%, dfrtp_1 18%, xnor2_1 8.2%, Die Size=10390 µm², iteration-0 DRC count of the detailed router=77, Yosys reg bits=24
## placed cells by master (no fill, tap or decap), types with 3 or more instances in the layout
cell type / synthesis / final
and3_1: 5 / 5
dfrtp_1: 21 / 21
nor2b_1: 7 / 7
nand2_1: 23 / 23
buf_4: 0 / 10
nor4_1: 4 / 4
o22ai_1: 3 / 3
inv_1: 8 / 8
xnor2_1: 28 / 28
nand4_1: 13 / 13
dfstp_2: 3 / 3
xor2_1: 28 / 28
nand3b_1: 3 / 3
nor2_1: 29 / 29
nor3_1: 12 / 12
ha_1: 45 / 45
nand2b_1: 6 / 6
clkbuf_8: 0 / 3
a21oi_1: 18 / 18
a21o_1: 5 / 5
nor3b_1: 4 / 4
and3b_1: 4 / 4
nand3_1: 13 / 13
o21ai_0: 11 / 11
a31oi_1: 4 / 4
clkdlybuf4s50_1: 0 / 25
## routing by layer
layer | vias up | track usage | part of all wire | routed length, µm
met5 | - | 0 | 0 | 0
met4 | 0 | 0.01319 | 0.0068 | 48
met3 | 4 | 0.006259 | 0.033 | 232
met2 | 50 | 0.2484 | 0.46 | 3300
met1 | 1201 | 0.2231 | 0.50 | 3516
li1 | 1339 | - | - | -
## worst max path at each step
stage	startpoint	slack [ns]	end
CTS	duty[1]	0.25	pwmB
global route	duty[1]	0.04	pwmB
finish	duty[1]	0.31	pwmB
## worst max-delay path, delay by kind of cell
kind | cells | cell delay, ns
xor gates and xnor gates | 1 | 0.09
buffers and inverters | 1 | 0.56
AOI/OAI and AO/OA | 4 | 0.86
adders and majority gates | 2 | 0.56
and+or+nand+nor | 5 | 1.12
## area by class of cell
| type | count | area, µm² | area share |
|---|---|---|---|
| clock buffers | 4 | 45.04 | 0.01306 |
| inverters | 8 | 30.03 | 0.008708 |
| multi-input cells | 305 | 2277 | 0.6604 |
| flip-flops and latches | 24 | 604.3 | 0.1753 |
| well taps | 133 | 166.4 | 0.04826 |
| repair buffers | 35 | 325.3 | 0.09434 |
## per-stage QoR
stage	setup TNS, ns	hold slack (ns)	std cells	worst slack (ns)	cell area, µm²
after floorplan	0	0.4991	355	0.6922	2997
after global placement	-0.09813	0.5443	505	-0.09813	3403
after detailed placement	-0.01636	0.5480	505	-0.01636	3403
after CTS	0	0.5607	509	0.2519	3448
after global routing	0	0.5923	509	0.04023	3448
final	0	0.5628	509	0.3113	3448
## sequential cells by signal, indices dropped and copies added, names as in the netlist
register / flops
counter: 21
counter_direction: 1
pwmA: 1
pwmB: 1
## power by group
part / internal, mW / switching [mW] / total [mW]
sequential: 0.231 / 0.000264 / 0.232
clock: 0.0677 / 0.0718 / 0.139
combinational: 0.0627 / 0.0665 / 0.129
total: 0.362 / 0.139 / 0.500
## cells by family (layout without fill, tap and decap cells)
logic type / Yosys count / after routing
buffers and inverters: 26 / 47
and+or+nand+nor: 141 / 141
adders and majority gates: 45 / 45
xor gates and xnor gates: 56 / 56
DFF: 24 / 24
AOI/OAI and AO/OA: 63 / 63
Power and IR drop assume default switching activity.
