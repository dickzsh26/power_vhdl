<file path="flow/design.v">
module PID(
    input clk,rst_n,
    input adc_complete,
    input [INPUT_BIT_WIDTH-1:0] sample,
	input wire signed[PARAMETER_BIT_WIDTH-1:0] target,
    output reg signed[PARAMETER_BIT_WIDTH-1:0] pi_out
);
parameter PARAMETER_BIT_WIDTH = 26;
parameter INPUT_BIT_WIDTH = 12;
parameter PERIOD_BIT_WIDTH = 21;
parameter signed[PARAMETER_BIT_WIDTH-1:0] kp = 10;
parameter signed[PARAMETER_BIT_WIDTH-1:0] ki = 1;
parameter signed[PARAMETER_BIT_WIDTH-1:0] maximum_out = 1000;
parameter signed[PARAMETER_BIT_WIDTH-1:0]  minimum_out = 0;
parameter signed[PARAMETER_BIT_WIDTH-1:0]  maximum_add = 100;
parameter signed[PARAMETER_BIT_WIDTH-1:0]  minimum_add = 0;
wire signed [PARAMETER_BIT_WIDTH-1:0] sample_signed = sample;
reg signed[PARAMETER_BIT_WIDTH-1:0]pi_add;
reg signed[PARAMETER_BIT_WIDTH-1:0] pi_out_temp;
reg signed [PARAMETER_BIT_WIDTH-1:0]e0;
reg signed [PARAMETER_BIT_WIDTH-1:0]e1;
reg signed [PARAMETER_BIT_WIDTH-1:0]e2;
reg signed [PARAMETER_BIT_WIDTH-1:0] kp_comp;
reg signed [PARAMETER_BIT_WIDTH-1:0] ki_comp;
reg signed [PARAMETER_BIT_WIDTH-1:0] kp_comp_error;
reg[4:0] pi_state;
reg adc_complete_dly1;
reg adc_complete_dly2;
wire adc_read_flag = adc_complete_dly1&(~adc_complete_dly2);
always @(posedge clk or negedge rst_n) begin
    if(!rst_n)begin
        adc_complete_dly1 <= 0;
        adc_complete_dly2 <= 0;
    end
    else begin
        adc_complete_dly1 <= adc_complete;
        adc_complete_dly2 <= adc_complete_dly1;
    end
end
always @(posedge clk or negedge rst_n) begin
    if(~rst_n)begin
        pi_state <= 0;
        e0  <= 0;
        pi_add    <=  0;
        pi_out_temp <= 0;
        kp_comp_error <= 0;
        ki_comp <= 0;
        kp_comp <= 0;
		  e1  <=  0;
        e2  <=  0; 
    end
    else
    case(pi_state)
            0: pi_state <= (adc_read_flag)?1:0;
            1: begin
                e0  <=  target - sample_signed;
                pi_state <= 2;
            end
            2:begin
                kp_comp_error <= e0-e1;
                pi_state <= 3;
            end
            3:begin
                kp_comp <= kp*kp_comp_error;
					 e2  <=  e1;
					 e1  <=  e0;
                pi_state <= 4;
            end
            4:begin
                ki_comp <= ki*e0;
                pi_state <= 5;
            end
            5: begin
                pi_add <= kp_comp + ki_comp;
                pi_state <= 6;
            end
            6:begin
                if(pi_add>maximum_add)begin
                    pi_add <= maximum_add;
                end
                else if(pi_add<minimum_add)begin
                    pi_add <= minimum_add;
                end
                pi_state <= 7;
            end
            7:begin
                pi_out_temp <= pi_out_temp+pi_add;
                pi_state <= 8;
            end
            8:begin
                if(pi_out_temp>maximum_out)begin
                    pi_out_temp <= maximum_out;
                end
                else if(pi_out_temp<minimum_out)begin
                    pi_out_temp <= minimum_out;
                end
                pi_state <= 9;
            end
				9: begin
					pi_state <= 0;
				end
            default: pi_state <= 0;
    endcase
end
always @(posedge clk or negedge rst_n) begin
    if(~rst_n)begin
        pi_out<=0;
    end
    else begin
		if(pi_state == 9) begin
        pi_out <= pi_out_temp;
		end
    end
end
endmodule
</file>
<file path="flow/run.sh">
#!/bin/bash
# OpenROAD 26Q1-2900-gdf79404cd8, Yosys 0.63+post, stock flow scripts
make -C /OpenROAD-flow-scripts/flow DESIGN_CONFIG=/design/flow/config.mk WORK_HOME=/design/flow/orfs finish
</file>
<file path="flow/config.mk">
export PLATFORM = sky130hd
export DESIGN_NAME = PID
export DESIGN_NICKNAME = PID
export VERILOG_FILES = /design/flow/design.v
export SDC_FILE = /design/flow/constraint.sdc
export NUM_CORES = 4
export LEC_CHECK = 1
export CORE_UTILIZATION = 40
</file>
<file path="flow/constraint.sdc">
current_design PID

set clk_period 12.6
set clk_io_pct 0.2

create_clock -name clk0 -period $clk_period [get_ports {clk}]

set non_clock_inputs [all_inputs -no_clocks]
set_input_delay [expr $clk_period * $clk_io_pct] -clock clk0 $non_clock_inputs
set_output_delay [expr $clk_period * $clk_io_pct] -clock clk0 [all_outputs]
</file>
==> metrics.log <==
[flow] collecting metrics
INFO  metric result_of_the_run = finished clean
INFO  metric cp_data_arrival_time = 5350 ps
INFO  metric critPathLaunchType = input pin
INFO  metric synthFlopType = sky130_fd_sc_hd__dfrtp_1
INFO  metric logic_area = 0.00780 mm²
INFO  metric cts.path.max_buffers = 3
INFO  metric detailedRoute.firstIterationViolations = 493
INFO  metric chip_area = 0.0349 mm²
INFO  metric globalplace.congestion = 0.911
INFO  metric clkLatencyLatePin = 510 ps
INFO  metric finalSetupViolations = 0
INFO  metric numCtsBuffers = 24
INFO  metric peakVddDrop = 0.110 mV
INFO  metric final_cell_mix = 215 x sky130_fd_sc_hd__dfrtp_1, 128 x sky130_fd_sc_hd__ha_1, 125 x sky130_fd_sc_hd__nand2_1
INFO  metric n_antenna_cell = 0
INFO  metric crit_fanout = 7
INFO  metric timing.max_cap.violations = 0
INFO  metric routed-via-count = 9,915
INFO  metric post-route-min-period = 4970 ps
INFO  metric cts.hold.buffers_added = 0
INFO  metric syn_to_final_growth = 14.1%
INFO  metric max-slew-margin-rel = 0.399
INFO  metric dp_hpwl = 20.5 mm
INFO  metric final_common_cell = sky130_fd_sc_hd__dfrtp_1
INFO  metric power-per-cell-area = 93.3 mW/mm²
INFO  metric setup.worst_path.class = in -> reg
INFO  metric grt_first_pass_wirelength = 47.1 mm
INFO  metric synthArstFlopShare = 1.00
INFO  metric detail_route.wl_per_cell = 14.2 µm
INFO  metric skew = 7.16 ps
INFO  metric cts_setup_buffers = 0
INFO  metric ys_seq_share = 0.398
INFO  metric synth_stat.cells = 1,379
INFO  metric gr-usage-met1 = 0.262
INFO  metric timing_max_transition_violations_final = 0
INFO  metric totalWireLength = 27.0 mm
INFO  metric overflow = 0
INFO  metric synthesis.instances = 1,379
INFO  metric globalRouteTotalUtil = 0.167
INFO  metric transition_time_of_the_tightest_slew_check_pin = 900 ps
INFO  metric grt_util_met2 = 0.258
INFO  metric synthesis.area = 0.0137 mm²
INFO  metric pin_count = 67
INFO  metric ys_warn_count = 1
INFO  metric design.core.area = 0.0335 mm²
INFO  metric global_route.usage.met3 = 0.0236
INFO  metric ys_ff = 217
INFO  metric floorplan.die.width = 187 µm
INFO  metric clock_tree_from_tritoncts = yes
INFO  metric log.warning_count = 25
INFO  metric totalNegativeSetupSlack = 0 ps
INFO  metric place.port_buffers = 66
INFO  metric layout_cells_sized_above_1 = 0.112
INFO  metric layout.area.seq = 0.00543 mm²
INFO  metric std_cell_rows = 67
INFO  metric post-route-drc-count = 0
INFO  metric clk_transition_reported_paths = 60 ps
INFO  metric number_of_global_route_vias_before_repair = 9,621
INFO  metric number_of_optimization_iterations_in_the_first_detailed_route_pass = 5
INFO  metric setup_repair_after_global_routing_missed_its_margin = false
INFO  metric yosys-stat-area = 0.0137 mm²
INFO  metric avg_cell_area_syn = 9.90 µm²
INFO  metric timing.critical_path.required = 12,980 ps
INFO  metric cts_repair_resize_count = 0
INFO  metric detail_route.vias_per_cell = 5.20
INFO  metric hold_path.class = reg -> reg
INFO  metric filler_cell_count = 3,112
INFO  metric grt.busiest_layer = met1
INFO  metric finish.utilization = 0.465
INFO  metric cts_root_buffer = sky130_fd_sc_hd__clkbuf_16
INFO  metric max_freq = 201 MHz
INFO  metric synthDistinctLibCells = 75
INFO  metric cts-htree-levels = 1
INFO  metric antenna_found_initial = 0
INFO  metric final_antenna_violating_net_count = 0
INFO  metric power.leakage = 7.60 nW
INFO  metric worst_setup_path_end_kind = flop
INFO  metric grt_max_degree = 78
INFO  metric fp.dieH = 187 µm
INFO  metric hold_violations = 0
INFO  metric floorplan.initialDensity = 0.407
INFO  metric synth-edff-count = 0
INFO  metric period_used_share = 0.395
INFO  metric clock-sinks = 217
registers in the layout, summed over array words and instances, names as in the netlist:
| name | flops |
|---|---|
| pi_add | 26 |
| kp_comp_error | 25 |
| pi_state | 10 |
| adc_complete_dly1 | 1 |
| e0 | 26 |
| adc_complete_dly2 | 1 |
| kp_comp | 25 |
| pi_out_temp | 26 |
| pi_out | 26 |
| e1 | 25 |
| ki_comp | 26 |
metal layers:
metal	wire length [µm]	part of all wire	up-vias
met5	0	0	-
met4	495	0.018	0
met3	1100	0.041	39
met2	11700	0.43	177
met1	13700	0.51	4559
li1	-	-	5140
kinds of logic (layout without fill, tap and decap cells):
| group | after synthesis | count (layout) | synth area share |
|---|---|---|---|
| AOI/OAI and AO/OA | 375 | 375 | 0.183 |
| xor gates and xnor gates | 92 | 92 | 0.0590 |
| adders and majority gates | 133 | 133 | 0.125 |
| buffers and inverters | 111 | 191 | 0.0306 |
| DFF | 217 | 217 | 0.398 |
| muxes | 99 | 99 | 0.0811 |
| and+or+nand+nor | 352 | 352 | 0.124 |
stage by stage:
step | instance area, µm² | hold WS (ps) | setup WS (ps) | power, mW | std cells
2_1_floorplan | 13700 | 352 | 7940 | 0.748 | 1379
3_3_place_gp | 14800 | 368 | 7120 | 0.783 | 1863
3_5_place_dp | 14800 | 369 | 7100 | 0.784 | 1863
4_1_cts | 15600 | 385 | 7640 | 1.48 | 1907
5_1_grt | 15600 | 404 | 7310 | 1.52 | 1907
6_report | 15600 | 383 | 7630 | 1.45 | 1907
final cells by class:
class | instances | area share
clock buffer | 42 | 0.0474
clock inverter | 2 | 0.00241
inverter | 70 | 0.0169
multi-input combinational | 1051 | 0.501
sequential | 217 | 0.349
tap | 448 | 0.0360
timing repair buffer | 77 | 0.0480
power by group:
| part | internal [mW] | total [mW] | switching, mW | leakage [nW] |
|---|---|---|---|---|
| clock network | 0.415 | 0.684 | 0.269 | 0.372 |
| logic | 0.0318 | 0.0697 | 0.0380 | 4.30 |
| registers | 0.698 | 0.700 | 0.00170 | 2.93 |
| total | 1.15 | 1.45 | 0.309 | 7.60 |
worst paths after layout:
check,from,slack (ps),cells past startpoint,end
hold reg to reg,adc_complete_dly1,380,0,adc_complete_dly2
hold / removal,adc_complete_dly1,380,0,adc_complete_dly2
setup reg to reg,kp_comp_error[1],9220,12,kp_comp[22]
min in group asynchronous,rst_n,1960,1,pi_out_temp[2]
max in group asynchronous,rst_n,9040,3,e1[23]
setup / recovery,target[0],7630,13,e0[12]
cells in the mapped netlist (14+ instances only):
cell type / number / area share
sky130_fd_sc_hd__nor2_1: 71 / 0.020
sky130_fd_sc_hd__mux2_2: 93 / 0.077
sky130_fd_sc_hd__xnor2_1: 50 / 0.032
sky130_fd_sc_hd__nand2b_1: 14 / 0.0064
sky130_fd_sc_hd__nor2b_1: 22 / 0.010
sky130_fd_sc_hd__nand3_1: 22 / 0.0081
sky130_fd_sc_hd__nand2_1: 125 / 0.034
sky130_fd_sc_hd__o21a_1: 14 / 0.0077
sky130_fd_sc_hd__a21oi_1: 83 / 0.030
sky130_fd_sc_hd__ha_1: 128 / 0.12
sky130_fd_sc_hd__o31ai_1: 17 / 0.0093
sky130_fd_sc_hd__a21o_1: 56 / 0.031
sky130_fd_sc_hd__xor2_1: 42 / 0.027
sky130_fd_sc_hd__dfrtp_1: 216 / 0.40
sky130_fd_sc_hd__inv_1: 69 / 0.019
sky130_fd_sc_hd__a211oi_1: 15 / 0.0082
sky130_fd_sc_hd__o21ai_0: 92 / 0.034
sky130_fd_sc_hd__nor3_1: 21 / 0.0077
sky130_fd_sc_hd__clkbuf_1: 35 / 0.0096
worst max-delay path, stage by stage:
cell                              delay (ps)
sky130_fd_sc_hd__clkdlybuf4s50_1         450
sky130_fd_sc_hd__inv_1                    40
sky130_fd_sc_hd__ha_1                    190
sky130_fd_sc_hd__fa_1                    410
sky130_fd_sc_hd__nor2b_1                 110
sky130_fd_sc_hd__o21ai_0                 100
sky130_fd_sc_hd__a21boi_0                260
sky130_fd_sc_hd__o21ai_1                 130
sky130_fd_sc_hd__a211oi_1                430
sky130_fd_sc_hd__o311ai_2                290
sky130_fd_sc_hd__nor2b_1                 210
sky130_fd_sc_hd__xnor2_1                 130
sky130_fd_sc_hd__a21oi_1                  80
No activity file was given, so power comes from the tool's default toggle rates.
