## /design/flow/config.mk

```make
export PLATFORM = sky130hd
export DESIGN_NAME = step_val
export DESIGN_NICKNAME = step_val
export VERILOG_FILES = /design/flow/design.v
export SDC_FILE = /design/flow/constraint.sdc
export NUM_CORES = 4
export LEC_CHECK = 1
export CORE_AREA = 10 10 100 100
export DIE_AREA = 0 0 110 110
```

## /design/flow/constraint.sdc

```tcl
current_design step_val

set clk_period 4.2
set clk_io_pct 0.2

create_clock -name clk0 -period $clk_period [get_ports {clk}]

set non_clock_inputs [all_inputs -no_clocks]
set_input_delay [expr $clk_period * $clk_io_pct] -clock clk0 $non_clock_inputs
set_output_delay [expr $clk_period * $clk_io_pct] -clock clk0 [all_outputs]
```

## /design/flow/design.v

```verilog
module step_val(
    input clk,rst_n,
    output reg[BIT_WIDTH-1:0] out
);
parameter BIT_WIDTH = 21;
parameter CNT_WIDTH = 31;
parameter [BIT_WIDTH-1:0] INITIAL_VAL = 20;
parameter [BIT_WIDTH-1:0] FINAL_VAL = 100;
parameter [CNT_WIDTH-1:0] STEP_TIME = 100;
reg [CNT_WIDTH-1:0]step_cnt;
reg [2:0] state;
reg [2:0] state_next;
wire counter_done = (step_cnt == STEP_TIME);
always @(posedge clk or negedge rst_n)begin
    if(!rst_n)begin
        step_cnt <= 0;
    end
    else
        step_cnt <= counter_done?step_cnt:(step_cnt+1);
end
always @(posedge clk or negedge rst_n)begin
    if(!rst_n)begin
        out <= INITIAL_VAL;
    end
    else begin
        if(counter_done)
            out <= FINAL_VAL;
        else
            out <= out;
    end
end
endmodule
```

## /design/flow/run.sh

```bash
#!/bin/bash
# OpenROAD 26Q1-2900-gdf79404cd8, Yosys 0.63+post, stock flow scripts
make -C /OpenROAD-flow-scripts/flow DESIGN_CONFIG=/design/flow/config.mk WORK_HOME=/design/flow/orfs finish
```

==> Slide: Implementation Results <==
Physical Implementation Snapshot

Status
  • Status: complete, no violations

Critical path
  • Buffers plus inverters on the worst setup path: 1
  • Critical path launch point type: register
  • CP endpoint kind: register
  • WS Path Type: reg -> reg
  • Critical Path AT: 2300 ps
  • Cells along the critical path: inv_1 > ha_1 > nor4b_1 > nand4_1 > nor4_4 > mux2_2
  • Worst path top cell family by delay: simple AND/OR/NAND/NOR gates
  • CP required: between 4000 and 5000 ps
  • Critical path's slowest cell: nor4_4
  • Critical Path Fanout Max: 8
  • CP max stage delay: roughly 520 ps

Power
  • Switching power: roughly 120 µW
  • Comb pwr share: 0.014
  • Max IR drop VDD: ~120 µV
  • Sequential fraction of design power: 0.542
  • Pwr Density: between 300 and 400 nW/µm²
  • Pleak: 0.8337 nW
  • Clock share of power: 0.444
  • Sw Ratio: 0.2038
  • P_int: around 470 µW

Placement
  • Global placer's final weighted congestion: around 0.81
  • Post-DP HPWL: between 2000 and 2500 µm
  • Buffers on Ports: 4
  • Post-DP Area: roughly 1800 µm²

Logic synthesis
  • Yosys top cell area share: 0.4713
  • Most used flip-flop cell: dfrtp_1
  • Yosys top cell by area: dfrtp_1
  • Yosys Instances: approximately 160
  • FFs w/ async S/R, synth: 1.000
  • Register area share after synthesis: 0.4867
  • Post-Synthesis Cells: 155
  • Number of enable flip-flop cells: 0
  • Biggest area cells: dfrtp_1 47%, xnor2_1 11%, buf_4 8.4%
  • Most frequent cells after synthesis: 32 x dfrtp_1, 22 x xnor2_1, 19 x buf_4
  • Unique cell types: 30
  • Yosys stat chip area: around 1700 µm²
  • Seq cells post-synth: 33
  • Syn. warnings: 1
  • Yosys top cell by instances: dfrtp_1
  • Mean Syn Cell Area: 10.96 µm²
  • Mapped Area: 1699 µm²

Timing
  • Fin. max-slew vios: 0
  • Final Skew: 5.591 ps
  • # setup viols final: 0
  • Fmax: approximately 470 MHz
  • Sum Neg Setup Slack: 0 ps
  • RSZ-0062 raised after global routing: false
  • Tcrit/Tclk final: 0.5080
  • Final hold vios: 0
  • Relative slew slack: 0.5811
  • Slew @ Worst Pin: 622.7 ps
  • Period minus WS final: 2133 ps

Final layout
  • Area Growth Syn to Fin: 11.41%
  • Ratio of cells with drive above 1 in the final layout: 0.1212
  • Comb area: between 700 and 800 µm²
  • Fillers: 816
  • Register Area: 827.0 µm²
  • Post-route cell area: between 1500 and 2000 µm²

Die
  • IO Pins: 23
  • Site Rows: 32
  • Die area: between 10000 and 15000 µm²
  • Core area: a little under 8000 µm²
  • Die Span X: 110 µm
  • Starting Density: 0.2176
  • Die H: between 100 and 150 µm

Clock network
  • Clock Sink Count: 33
  • Max Buffers Root-to-Sink: 2
  • Resized cells post-CTS: 0
  • CTS clk-pin slew, worst paths: ~70 ps
  • Post-CTS Hold Fix Bufs: 0
  • Total CTS buffers: 5
  • H-tree depth: 2
  • CTS tree: built
  • Post-CTS Repair Setup Buffers: 0
  • Clock Latency Late Sink: 280 ps
  • Root Buffer: clkbuf_8

Route
  • DR DRC count: 0
  • Post-route ant nets: 0
  • WL/cell: about 11 µm
  • Drt first pass iters: 4
  • Via count: about 1000
  • Post-DR vias/cell: 3.876
  • Final wirelength: between 2000 and 3000 µm
  • Ant diodes: 0
  • Initial DRC count: around 40

GRT
  • Initial antenna violation count: 0
  • Largest net degree at the start of global routing: 34
  • GR Layer Usage met3: 0.01821
  • Busiest metal layer after global routing: met1
  • Gr ovfl total: 0
  • Met2 Resource Use GR: 0.06901
  • First-pass GRT wire length: 5216 µm
  • Vias in the first global route: ~1100
  • Total Routing Usage GR: 0.05312
  • Met1 Resource Use GR: 0.08473

Run
  • Max cap viols: 0
  • Stage-log warning count: 26

Hold path
  • Worst min path class: reg -> reg
flip-flops by register name, summed over array words and instances (netlist names):
name      cells
out           2
step_cnt     31
cell families after synthesis:
| logic type | share of synthesized area |
|---|---|
| buf+inv | 0.08837 |
| mux | 0.006627 |
| other cells | 0.004420 |
| xor+xnor | 0.1546 |
| fa+ha+maj | 0.01473 |
| simple gates | 0.2445 |
| flops | 0.4867 |
worst reg2reg max path: cells and delay by family (launching register included):
kind          cells  cell delay [ps]
fa+ha+maj         1              130
buf+inv           1               90
mux               1              390
simple gates      3              950
flops             1              460
power by group through the flow:
stage         clock network (mW)  logic (mW)  registers [mW]
CTS                        0.271     0.00962           0.318
global route               0.285      0.0111           0.318
finish                     0.261     0.00832           0.318
layout make-up:
| type | count | area share |
|---|---|---|
| Sequential cell | 33 | 0.4369 |
| Multi-Input combinational cell | 117 | 0.4131 |
| Tap cell | 102 | 0.06742 |
| Clock buffer | 7 | 0.05089 |
| Timing Repair Buffer | 5 | 0.02512 |
| Inverter | 2 | 0.003966 |
| Clock inverter | 1 | 0.002644 |
metal layers:
metal / routed length [µm] / share of wire / up-vias
met5: 0 / 0 / -
met4: 0 / 0 / 0
met3: 139 / 0.046 / 0
met2: 1246 / 0.42 / 21
met1: 1606 / 0.54 / 502
li1: - / - / 512
layout by cell type (no fill, tap or decap), types with 2 or more instances in the layout:
cell / synthesis / routed
nand2_1: 14 / 14
nand4_1: 4 / 4
nand3_1: 13 / 13
and3_1: 4 / 4
xor2_1: 8 / 8
nor2_1: 7 / 7
clkdlybuf4s50_1: 0 / 4
inv_1: 2 / 2
dfrtp_1: 32 / 32
nor4_2: 2 / 2
ha_1: 2 / 2
clkbuf_8: 0 / 7
conb_1: 2 / 18
nor3_1: 3 / 3
nor4_1: 5 / 5
xnor2_1: 22 / 22
nor4b_1: 2 / 2
worst paths after layout:
kind,from,to,slack [ps],cells past startpoint
max in group asynchronous,rst_n,out[4]$_DFFE_PN1N_,2910,2
worst min-delay path,step_cnt[30]$_DFFE_PN0P_,step_cnt[30]$_DFFE_PN0P_,490,1
worst max-delay path,step_cnt[0]$_DFFE_PN0P_,step_cnt[1]$_DFFE_PN0P_,2070,6
min in group asynchronous,rst_n,step_cnt[17]$_DFFE_PN0P_,970,2
worst min register to register,step_cnt[30]$_DFFE_PN0P_,step_cnt[30]$_DFFE_PN0P_,490,1
worst max register to register,step_cnt[0]$_DFFE_PN0P_,step_cnt[1]$_DFFE_PN0P_,2070,6
per-stage QoR:
stage | hold slack (ps) | total power [mW] | cells | util | setup slack [ps]
2_1_floorplan | 440.9 | 0.3357 | 171 | - | 2277
3_3_place_gp | 476.7 | 0.3335 | 259 | 0.2295 | 2132
3_5_place_dp | 471.5 | 0.3332 | 259 | 0.2295 | 2063
4_1_cts | 484.5 | 0.5978 | 267 | 0.2425 | 2039
5_1_grt | 497.6 | 0.6138 | 267 | 0.2425 | 1860
6_report | 485.8 | 0.5869 | 267 | 0.2425 | 2067
No activity file was given, so power comes from the tool's default toggle rates.
